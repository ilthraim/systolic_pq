**constraint.sdc**
```tcl
current_design systolic_pq

set clk_period 4.5
set clk_io_pct 0.2

create_clock -name clk0 -period $clk_period [get_ports {clk}]

set non_clock_inputs [all_inputs -no_clocks]
set_input_delay [expr $clk_period * $clk_io_pct] -clock clk0 $non_clock_inputs
set_output_delay [expr $clk_period * $clk_io_pct] -clock clk0 [all_outputs]
```
**config.mk**
```make
export PLATFORM = sky130hd
export DESIGN_NAME = systolic_pq
export DESIGN_NICKNAME = systolic_pq
export VERILOG_FILES = /design/flow/design.v
export SDC_FILE = /design/flow/constraint.sdc
export NUM_CORES = 4
export LEC_CHECK = 1
export CORE_UTILIZATION = 40
```
**design.v**
```verilog
module systolic_pq #(parameter KW=8, VW=4) (
  input logic clk, rst, ivalid,
  input logic [KW+VW-1:0] idata,
  output logic irdy,
  output logic ovalid,
  output logic [KW+VW-1:0] odata,
  input logic ordy
  );
  parameter logic [KW+VW-1:0] PQINF = '1;
  parameter logic [KW+VW-1:0] PQNEGINF = '0;
  logic even, odd;
  logic [KW+VW-1:0] a0, a0x, a1, a1x, a2, a2x, a3,
                    a3x, a4, a4x, b0, b1, b2, b3, b4;
  assign odata = a1;
  assign ovalid = (a1 != PQINF) && even && !(ivalid && irdy);
  systolic_pq_proc0 #(.KW(KW),.VW(VW)) U_PROC0 (
      .clk, .rst, .even, .odd, .ivalid, .idata, .irdy,
      .ovalid, .ordy, .bo(b0), .ao(a0)
  );
  systolic_pq_proc #(.KW(KW),.VW(VW)) U_PROC1(
      .clk, .rst, .enb(odd), .bi(b0), .ai(a0), .axi(a1x),
      .bo(b1), .ao(a1), .axo(a0x)
  );
  systolic_pq_proc #(.KW(KW),.VW(VW)) U_PROC2(
      .clk, .rst, .enb(even), .bi(b1), .ai(a1), .axi(a2x),
      .bo(b2), .ao(a2), .axo(a1x)
  );
  systolic_pq_proc #(.KW(KW),.VW(VW)) U_PROC3(
      .clk, .rst, .enb(odd), .bi(b2), .ai(a2), .axi(a3x),
      .bo(b3), .ao(a3), .axo(a2x)
  );
  systolic_pq_proc #(.KW(KW),.VW(VW)) U_PROC4(
      .clk, .rst, .enb(even), .bi(b3), .ai(a3), .axi(a4),
      .bo(b4), .ao(a4), .axo(a3x)
  );
endmodule: systolic_pq
module systolic_pq_proc #(parameter KW=8, VW=4)  (
    input logic clk, rst, enb,
    input logic [KW+VW-1:0] bi, ai, axi,
    output logic [KW+VW-1:0] bo, ao, axo);
  parameter logic [KW+VW-1:0] PQINF = '1;
  parameter logic [KW+VW-1:0] PQNEGINF = '0;
  logic [KW+VW-1:0] minv, medv, maxv;
  systolic_pq_sort3 U_SORT3 (.a(ai), .b(ao), .c(bi), .minv, .medv, .maxv);
  assign axo = minv;
  always_ff @(posedge clk)
    begin
      if (rst)
        begin
          bo <= PQINF;
          ao <= PQINF;
        end
      else if (enb)
        begin
          bo <= maxv;
          ao <= medv;
        end
      else
       begin   
         ao <= axi;
       end
     end
endmodule: systolic_pq_proc
module systolic_pq_proc0 #(parameter KW=8, VW=4) (
    input logic clk, rst,
    output logic even, odd,
    input logic ivalid,
    input logic [KW+VW-1:0] idata,
    output logic irdy,
    input logic ovalid,
    input logic ordy,
    output logic [KW+VW-1:0] bo, ao
    );
    parameter logic [KW+VW-1:0] PQINF = '1;
    parameter logic [KW+VW-1:0] PQNEGINF = '0;
    parameter PQ_CAPACITY = 4;
    always @(posedge clk)
      if (rst) odd <= 0;
      else odd <= !odd;
    assign even = !odd;
    logic [2:0] pq_count;
    assign irdy = (pq_count <= PQ_CAPACITY) && even;
    always_ff @(posedge clk) begin
      if (rst)
        begin
          bo <= PQINF;
          ao <= PQNEGINF;
          pq_count <= 0;
        end
      else if (ovalid && ordy )
        begin
          bo <= PQINF;
          ao <= PQINF;
          pq_count <= pq_count - 1;
        end
      else if (ivalid && irdy )
        begin
          bo <= idata;
          ao <= PQNEGINF;
          pq_count <= pq_count + 1;
        end
      else
        begin  
          bo <= PQINF;
          ao <= PQNEGINF;
        end
    end
endmodule: systolic_pq_proc0
module systolic_pq_sort3 #(parameter KW=8, VW=4)  (
    input logic [KW+VW-1:0] a, b, c,
    output logic [KW+VW-1:0] minv, medv, maxv);
  logic [KW-1:0] ka, kb, kc;
  logic a_gt_b, a_gt_c, b_gt_c;
  assign ka = a[KW+VW-1:VW];
  assign kb = b[KW+VW-1:VW];
  assign kc = c[KW+VW-1:VW];
  assign a_gt_b = ka > kb;
  assign a_gt_c = ka > kc;
  assign b_gt_c = kb > kc;
  always_comb begin
    unique case ({a_gt_b, a_gt_c, b_gt_c})
      3'b000 : begin
        minv = a;
        medv = b;
        maxv = c;
      end
      3'b001 : begin
        minv = a;
        medv = c;
        maxv = b;
      end
      3'b100 : begin
        minv = b;
        medv = a;
        maxv = c;
      end
      3'b011 : begin
        minv = c;
        medv = a;
        maxv = b;
      end
      3'b110 : begin
        minv = b;
        medv = c;
        maxv = a;
      end
      3'b111 : begin
        minv = c;
        medv = b;
        maxv = a;
      end
    endcase
  end
endmodule : systolic_pq_sort3
```
**run.sh**
```bash
#!/bin/bash
# OpenROAD 26Q1-2900-gdf79404cd8, Yosys 0.63+post, stock flow scripts
make -C /OpenROAD-flow-scripts/flow DESIGN_CONFIG=/design/flow/config.mk WORK_HOME=/design/flow/orfs finish
```
==> Flow_metrics.wiki <==
== Flow metrics ==
{| class="wikitable"
! Metric !! Value
|-
| Tally of OpenROAD warnings || 25
|-
| Routed wire length || 22.1 mm
|-
| Most used flip-flop cell after synthesis || dfxtp_1
|-
| Dominant cell area share || 27.1%
|-
| DIE HEIGHT || 138 um
|-
| Dpl cell area || 7920 um^2
|-
| Iteration-0 DRC count of the detailed router || 634
|-
| Count of fill cells added during filler insertion || 1781
|-
| Cts hold-fix bufs || 0
|-
| Unrepaired setup endpoints after global routing || false
|-
| Layout overhead on the synthesized area || 10.8%
|-
| Total power per unit cell area || 837 nW/um^2
|-
| Sink Count || 101
|-
| Top cells by area || dfxtp_1 (27%), ha_1 (16%), a21oi_1 (4.0%), o21ai_0 (4.0%), inv_1 (3.7%)
|-
| Dominant comb cell || AND-OR/OR-AND gates
|-
| Die span in x || 138 um
|-
| Std cell rows || 49
|-
| Levels on crit path || 8
|-
| Number of violations of the max-capacitance limit || 0
|-
| RD Place Congestion || 0.900
|-
| Total CTS buffers || 9
|-
| Number of library cell types mapped by synthesis || 60
|-
| Max rail drop VDD || 0.368 mV
|-
| Worst Hold Class || reg -> reg
|-
| And+or+nand+nor area frac || 14.6%
|-
| Count of final max-slew check failures || 0
|-
| HPWL reported at the end of detailed placement || 16.1 mm
|-
| Relative max-transition margin || 39.5%
|-
| Time the final worst path needs with I/O delays and setup || 3.54 ns
|-
| Clock transition at the registers of the reported paths || 0.07 ns
|-
| Share of the core filled by cells before placement || 41.2%
|-
| Leading area contributor after synthesis || dfxtp_1
|-
| I/O pin count || 30
|-
| Asr flop ratio synth || 0%
|-
| Flops after synth || 101
|-
| Area of the core || 18100 um^2
|-
| Final setup violation count || 0
|-
| Number of cell instances on the worst register-to-register path || 8
|-
| CTS HTree Levels || 3
|-
| Setup Fix Bufs, Post-CTS || 0
|-
| Number of standard cells reported by yosys || 912
|-
| Portion of the post-synthesis area used by sequential elements || 27.1%
|-
| Clock tree from TritonCTS || done
|-
| Global route total overflow || 0
|-
| Critical-path top delay cell || nor2_1
|-
| DRC violations left || 0
|-
| Hold depth || 1
|-
| CP delay by family, top || simple AND/OR/NAND/NOR gates
|-
| Warnings from Yosys || 3
|-
| Maximum fanout count along the critical path || 14
|-
| Critical path data arrival time || 3.74 ns
|-
| Worst Skew || 0.0130 ns
|-
| Mux frac, synth || 3.81%
|-
| Average routed wire per standard cell || 19.3 um
|-
| Via count || 7060
|-
| Kind of critical path || reg -> reg
|-
| Post-synth EDFFs || 0
|-
| Layout cells sized above 1 || 5.45%
|-
| Total count of hold-check failures in the final report || 0
|-
| Post-Syn Area || 7450 um^2
|-
| Yosys chip area || 7450 um^2
|-
| Cts repair resizes || 0
|-
| Total inserted antenna cells || 0
|-
| Cell-by-cell listing of the critical path || ha_1 -> and4_1 -> a21boi_1 -> o31a_1 -> nand2_1 -> o211ai_2 -> nor2_1 -> a21oi_1
|-
| Number of detailed-routing iterations run before antenna repair || 7
|-
| Number of buffers added on ports || 29
|-
| Finished Core Util || 45.6%
|-
| Crit path capture type || register
|-
| Per-cell via count in the routed design || 6.16
|-
| Synth Area in Adders || 16.4%
|-
| Overall routing resource usage || 24.2%
|-
| Buffer levels on the longest clock path || 2
|-
| Result of the run || finished, final reports clean
|-
| Number of antenna violations at the first check in global routing || 0
|-
| Global-route wire length before repair || 36.8 mm
|-
| Xor and xnor fraction of the mapped netlist area || 0.588%
|-
| Clk Latency, worst-skew pair || 0.36 ns
|-
| Post-DRT Antenna Nets || 0
|-
| Synthesized instance count || 912
|-
| Final design instance area without fill || 8250 um^2
|-
| CP startpoint kind || register
|-
| Required time reported for the critical path endpoint || 4.70 ns
|-
| Sum of negative setup slack || 0 ns
|-
| Achievable frequency || 0.282 GHz
|-
| CP max stage delay || 0.76 ns
|-
| Critical path buffer and inverter count || 0
|-
| Fraction of the mapped netlist area in compound gates || 30.5%
|-
| Overall die area || 19200 um^2
|-
| Post-route clock period utilization || 78.7%
|-
| Leakage power figure || 3.68 nW
|-
| Pin count of the biggest net entering global routing || 59
|-
| Number of global-route vias before repair || 6672
|-
| Synth Area per Inst || 8.17 um^2
|-
| CTS root buf || clkbuf_16
|-
| Slew at the pin closest to its max-slew limit || 0.903 ns
|}
==> layout by cell type, fill, tap and decap left out, drive strengths merged, types with 15 or more instances in the layout <==
cell type / netlist / layout
dfxtp: 101 / 101
ha: 96 / 96
inv: 73 / 76
o21ai: 64 / 64
a21oi: 59 / 59
nor2: 58 / 58
nand2: 48 / 48
o22ai: 34 / 34
clkdlybuf4s50: 0 / 28
o31ai: 25 / 25
mux2i: 25 / 25
o211ai: 23 / 23
nand4: 20 / 20
a22oi: 20 / 20
o221ai: 20 / 20
buf: 13 / 20
nand3: 15 / 15
==> metrics by stage <==
stage	setup slack (ns)	power, mW	hold slack, ns	cells
after floorplan	1.99	4.68	0.467	912
after CTS	1.07	6.83	0.495	1147
final	0.958	6.91	0.493	1147
after global routing	0.773	7.48	0.500	1147
after detailed placement	1.09	5.93	0.483	1131
after global placement	1.18	5.90	0.482	1131
==> state kept, by name, summed over array words and instances (netlist names) <==
signal,cells
U_PROC0.bo,12
U_PROC1.ao,12
U_PROC1.bo,12
U_PROC2.ao,12
U_PROC2.bo,12
U_PROC3.ao,12
U_PROC3.bo,12
U_PROC4.ao,12
U_PROC0.pq_count,3
U_PROC0.ao,1
U_PROC0.odd,1
==> per-layer routing <==
metal  vias up  routed length (um)  GRT usage (%)
met3        15                1110           2.97
met4         0                 284           3.08
met2       195                9630           36.1
met1      3344               11100           38.8
li1       3506                   -              -
met5         -                   0              0
==> path summary, 6_finish.rpt <==
path         slack, ns                        start                    endpoint
max               0.96  U_PROC1.ao[11]$_SDFFE_PP1P_  U_PROC2.ao[2]$_SDFFE_PP1P_
min               0.49   U_PROC4.ao[2]$_SDFFE_PP1P_  U_PROC4.ao[2]$_SDFFE_PP1P_
max reg2reg       0.96  U_PROC1.ao[11]$_SDFFE_PP1P_  U_PROC2.ao[2]$_SDFFE_PP1P_
min reg2reg       0.49   U_PROC4.ao[2]$_SDFFE_PP1P_  U_PROC4.ao[2]$_SDFFE_PP1P_
==> where the power goes <==
part | switching, mW | internal (mW)
sequential | 0.366 | 1.09
clock | 0.383 | 0.498
combinational | 2.90 | 1.67
==> kinds of logic (layout without fill, tap and decap cells) <==
family                   count (synthesis)  in the layout
AND-OR/OR-AND                          332            332
XOR/XNOR                                 5              5
adder cells (fa/ha/maj)                 97             97
buffers and inverters                  132            138
flip-flops                             101            101
multiplexers                            28             28
AND/OR/NAND/NOR                        217            217
==> cells in the mapped netlist, drive strengths merged (2+ instances only) <==
library cell / n
mux2: 3
inv: 73
a211oi: 13
or3: 14
a2111oi: 7
and4: 4
o21a: 3
nand3: 15
or4: 11
o31a: 3
buf: 13
o311ai: 6
clkbuf: 45
dfxtp: 101
nor3: 14
nor2b: 10
nand4: 20
a221o: 4
a2111o: 4
o21ai: 64
o221ai: 20
and3: 3
a2bb2oi: 12
mux2i: 25
o22ai: 34
o31ai: 25
a21oi: 59
o211ai: 23
or2: 13
nor2: 58
a21boi: 3
a211o: 3
and2: 4
xnor2: 4
nand2: 48
nand2b: 2
a22oi: 20
a32oi: 12
o22a: 6
ha: 96
a21o: 5
==> area by class of cell <==
class	instances	area [um^2]	share of cell area (%)
inverter	74	278	3.37
sequential	101	2020	24.5
tap	229	287	3.47
multi-input combinational	679	4910	59.5
clock inverter	7	105	1.27
timing repair buffer	48	428	5.18
clock buffer	9	225	2.73
==> worst register-to-register path, cell delays in order, from the launching register on <==
cell and delay (ns):
dfxtp_1 0.69, ha_1 0.34, and4_1 0.23, a21boi_1 0.13, o31a_1 0.32, nand2_1 0.46, o211ai_2 0.31, nor2_1 0.76
a21oi_1 0.15
Power and IR drop assume default switching activity.
