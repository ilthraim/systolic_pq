## design/flow/run.sh

```bash
#!/bin/bash
# OpenROAD 26Q1-2900-gdf79404cd8, Yosys 0.63+post, stock flow scripts
make -C /OpenROAD-flow-scripts/flow DESIGN_CONFIG=/design/flow/config.mk WORK_HOME=/design/flow/orfs finish
```

## design/flow/config.mk

```make
export PLATFORM = sky130hd
export DESIGN_NAME = pq_interface
export DESIGN_NICKNAME = pq_interface
export VERILOG_FILES = /design/flow/design.v
export SDC_FILE = /design/flow/constraint.sdc
export NUM_CORES = 4
export LEC_CHECK = 1
export CORE_UTILIZATION = 30
```

## design/flow/constraint.sdc

```tcl
current_design pq_interface

set clk_period 4.7
set clk_io_pct 0.2

create_clock -name clk0 -period $clk_period [get_ports {clk}]

set non_clock_inputs [all_inputs -no_clocks]
set_input_delay [expr $clk_period * $clk_io_pct] -clock clk0 $non_clock_inputs
set_output_delay [expr $clk_period * $clk_io_pct] -clock clk0 [all_outputs]
```

## design/flow/design.v

```verilog
`timescale 1ns / 1ps
module pq_interface #(parameter KW=8, VW=4)(
    input logic clk, rst,
    input logic [KW+VW-1:0] idata_in,
    input logic ivalid_in, irdy_in,
    output logic [KW+VW-1:0] idata_out,
    output logic ivalid_out,
    output logic [1:0] state_out
    );
    logic [KW+VW-1:0] holdReg;
    typedef enum logic [1:0] {inputWait = 1, PQWait = 2, write = 3} states_t;
    states_t state, next;
    assign state_out = state;
    always_ff @(posedge clk)
    begin
        if (rst)
        begin
            state <= inputWait;
            idata_out <= 0;
            ivalid_out <= 0;
            holdReg <= 0;
        end
        else
        begin
            state <= next;
            case(state)
                inputWait:
                begin
                    ivalid_out <= 0;
                    idata_out <= '0;
                    if (ivalid_in && (idata_in != holdReg))
                        holdReg <= idata_in;
                end
                write:
                begin
                    ivalid_out <= 1;
                    idata_out <= holdReg;
                end
            endcase
        end
    end
    always_comb
    begin
        case(state)
            inputWait:
            begin
                if (ivalid_in && (idata_in != holdReg) && irdy_in)
                    next = write;
                else if (ivalid_in && (idata_in != holdReg))
                    next = PQWait;
                else
                    next = inputWait;
            end
            PQWait:
            begin
                if (irdy_in)
                    next = write;
                else
                    next = PQWait;
            end
            write:
                next = inputWait;
            default:
                next = inputWait;
         endcase   
    end
endmodule
```

==> qor.yml <==
yosys:
  yosysSeqAreaShare_pct: 41.7
  yosys_area_mm2: 0.00129
  postSynthCellCount: 140
  yosysUniqueCellTypes: 19
  yosysTopAreaCellShare_pct: 41.7
  synth-seq-cells: 27
  yosysTopAreaCell: "dfxtp_1"
  syn_area_mm2: 0.00129
  top_cells_by_area: "dfxtp_1 42%, nand2b_1 11%, mux2i_1 9.3%, xor2_1 8.1%, nor3b_1 7.0%"
  ys_warn_count: 1
  yosysCellCount: 140
  synth.avg_cell_area_um2: 9.25
die:
  core_area_mm2: 0.00409
  die_x_um: 67.7
  rows: 23
  die-area_mm2: 0.00458
  fp_util_pct: 31.7
  ios: 31
  die_height_um: 67.7
global_route:
  grt_overflow: 0
  grt_usage_pct: 12.9
  antenna_found_initial: 0
  grt_pass1_wl_mm: 4.44
  grt_pass1_vias: 978
  grt_max_degree: 39
clocking:
  cts_made_buffers: 3
  postCtsSetupRepairBufs: 0
  clkLatencyLatePin_ps: 270
  ctsHtreeMaxLevel: 1
  clk_pin_slew_worst_paths_ps: 90
  cts.root.buffer_cell: "clkbuf_8"
  cts_hold_buffers: 0
  clk_path_buf_depth: 2
  postCtsResizedCells: 0
  cts.sinks: 27
  cts_tree: "done"
final_timing:
  period_needed_ps: 2580
  slew_viol_final: 0
  relSlewSlack_pct: 41.4
  fmax_mhz: 387
  tightest_slew_ps: 879
  holdWs_ps: 506
  hold_viol_final: 0
  rsz0062_at_grt: "false"
  fin_skew_ps: 4.05
  min_period_over_period_pct: 54.9
  setup_viol: 0
  fin_tns_setup_ps: 0
placement:
  placed_cells: 211
  place_congestion: 0.768
  portBuffers: 30
  dp_hpwl_mm: 1.81
  placed_area_mm2: 0.00160
pwr:
  switching_share_pct: 28.1
  total_power_uw: 508
  p_seq_share_pct: 51.8
  p_per_area_mw_per_mm2: 308
  static-leakage-power_uw: 0.000648
  p_comb_share_pct: 23.0
  vdd_drop_max_mv: 0.134
  p_sw_uw: 142
  p_clk_share_pct: 25.2
  internal_power_uw: 365
routing:
  drt-vias-per-instance: 4.53
  wirelength_mm: 2.57
  wire_per_inst_um: 12.0
  n_antenna_cell: 0
  drtPass1Iterations: 4
  ant_nets: 0
  routed-via-count: 975
  drt-initial-drc-count: 15
  drc: 0
hold_path:
  hp-class: "register to register"
critical_path:
  arrival_ps: 2750
  crit_chain: "clkdlybuf4s50_1, xor2_1, nor4_1, nand3_1, and3_1, o21a_1"
  crit_buf_inv: 1
  worstPathRequired_ps: 4870
  max_stage_delay_ps: 450
  cp_slowest_cell: "and3_1"
  end_kind: "register"
  path_delay_family: "simple AND/OR/NAND/NOR gates"
  cp_max_fo: 13
  worstSetupStartpointType: "input port"
  worstSetupPathType: "input port to register"
final_layout:
  syn2layout_area_growth_pct: 27.4
  final_area_mm2: 0.00165
  nFillCells: 404
  layout-drive-gt1-share_pct: 3.64
  stdcell_count: 215
flow_run:
  drv_cap: 0
  openroad.warnings: 27
outcome:
  status: "finished, final reports clean"
==> layer usage <==
layer	GRT usage, %	share of wire, %	wire, um	vias up
li1	-	-	-	510
met3	1.20	4.0	102	4
met5	0	0	0	-
met4	1.86	1.1	28	0
met2	20.2	43	1110	22
met1	19.9	52	1330	439
==> worst register-to-register path, cell delays in order, from the launching register on <==
cell	delay, ps
dfxtp_1	390
ha_1	540
and3_1	740
mux2i_1	270
==> state kept, by name (all words and copies together) (netlist names) <==
| signal | cells |
|---|---|
| state | 2 |
| ivalid_out | 1 |
| holdReg | 12 |
| idata_out | 12 |
==> placed cells by master, fill, tap and decap left out <==
| cell | synthesis | final |
|---|---|---|
| ha_1 | 3 | 3 |
| a21oi_1 | 14 | 14 |
| inv_1 | 4 | 4 |
| or2b_1 | 2 | 2 |
| nor3b_1 | 12 | 12 |
| dfxtp_1 | 27 | 27 |
| o21a_1 | 1 | 1 |
| nor4_1 | 3 | 3 |
| and3_1 | 1 | 1 |
| clkinv_2 | 0 | 1 |
| nand3_1 | 1 | 1 |
| clkdlybuf4s50_1 | 0 | 30 |
| xor2_1 | 12 | 12 |
| clkbuf_8 | 0 | 3 |
| buf_4 | 0 | 1 |
| nor2_1 | 14 | 14 |
| a31o_2 | 1 | 1 |
| mux2i_1 | 12 | 12 |
| nand2_1 | 1 | 1 |
| nand2b_1 | 22 | 22 |
==> layout make-up <==
class                      instances  area [um^2]  share of cell area, %
multi-input combinational         99          678                   41.1
sequential                        27          541                   32.8
timing repair buffer              31          308                   18.7
tap                               50         62.6                   3.79
clock buffer                       3         41.3                   2.50
inverter                           4         15.0                  0.910
clock inverter                     1         5.00                  0.303
==> power groups by stage <==
stage / combinational [uW] / clock, uW / sequential, uW
finish: 117 / 128 / 263
global route: 131 / 144 / 266
CTS: 118 / 134 / 263
==> cells in the mapped netlist <==
cell type,count
a21oi_1,14
nor4_1,3
xor2_1,12
o21a_1,1
a31o_2,1
and3_1,1
inv_1,4
nand2b_1,22
buf_6,1
mux2i_1,12
nand2_1,1
or2b_1,2
dfxtp_1,27
buf_12,1
ha_1,3
nor2_1,14
nor3b_1,12
clkbuf_1,8
nand3_1,1
==> worst paths after layout <==
path               startpoint    endpoint  slack (ps)  cells after the start
hold reg to reg    ivalid_out  ivalid_out         510                      2
setup reg to reg     state[0]  holdReg[7]        2690                      3
hold / removal     ivalid_out  ivalid_out         510                      2
setup / recovery  idata_in[6]    state[1]        2120                      6
==> kinds of logic after synthesis <==
| kind of cell | Yosys count | synth area share, % |
|---|---|---|
| DFF | 27 | 41.7 |
| buffers and inverters | 14 | 5.89 |
| adders and majority gates | 3 | 2.90 |
| muxes | 12 | 9.28 |
| xor gates and xnor gates | 12 | 8.12 |
| AOI/OAI and AO/OA | 16 | 6.67 |
| and+or+nand+nor | 56 | 25.4 |
==> through the flow <==
step                      utilization, %  worst slack [ps]
after CTS                           40.4              2050
after global routing                40.4              2000
after detailed placement            39.3              1750
final                               40.4              2120
after global placement              39.3              1760
after floorplan                        -              2550
Power figures rest on the tool's default switching activity, not on a simulated workload.
